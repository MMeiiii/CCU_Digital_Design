$ cat design/flow/run.sh
#!/bin/bash
# OpenROAD 26Q1-2900-gdf79404cd8, Yosys 0.63+post, stock flow scripts
make -C /OpenROAD-flow-scripts/flow DESIGN_CONFIG=/design/flow/config.mk WORK_HOME=/design/flow/orfs finish
$ cat design/flow/config.mk
export PLATFORM = sky130hd
export DESIGN_NAME = Lab4
export DESIGN_NICKNAME = Lab4
export VERILOG_FILES = /design/flow/design.v
export SDC_FILE = /design/flow/constraint.sdc
export NUM_CORES = 4
export LEC_CHECK = 1
export CORE_AREA = 10 10 73 73
export DIE_AREA = 0 0 83 83
$ cat design/flow/constraint.sdc
current_design Lab4

set clk_period 4.8
set clk_io_pct 0.2

create_clock -name clk0 -period $clk_period

set non_clock_inputs [all_inputs -no_clocks]
set_input_delay [expr $clk_period * $clk_io_pct] -clock clk0 $non_clock_inputs
set_output_delay [expr $clk_period * $clk_io_pct] -clock clk0 [all_outputs]
$ cat design/flow/design.v
module FA(Cout, S, A, B, Cin);
	input A, B, Cin;
	output Cout, S;
	wire AxorB, AxorBandCin, AandB;
	XOR2X1 x0(.A(A), .B(B), .Y(AxorB));
	XOR2X1 x1(.A(AxorB), .B(Cin), .Y(S) );
	AND2X1 x2(.A(AxorB), .B(Cin), .Y(AxorBandCin) );
	AND2X1 x3(.A(A), .B(B), .Y(AandB) );
	OR2X1  x4(.A(AandB), .B(AxorBandCin), .Y(Cout) );
endmodule	
module Node1(Carryout, Sumout, A, B, Sum, Carry ); 
		input A, B, Sum, Carry;
		output Carryout, Sumout;
		wire W1;		
		assign W1 = A&B;   
		FA fa1(Carryout, Sumout, W1, Sum, Carry);
endmodule
module Lab4(mul, A, B);  
	input [3:0] A, B;  
	output [7:0] mul;  
	wire [3:0] c0, c1, c2, c3, c4, c5, c6;  
	wire [3:0] sum0, sum1, sum2, sum3, sum4, sum5, sum6;  
	Node1 node0(c0[0], sum0[0], A[0], B[0], 0, 0);
	Node1 node1(c1[0], sum1[0], A[1], B[0], 0, c0[0]);
	Node1 node2(c2[0], sum2[0], A[2], B[0], 0, c1[0]);
	Node1 node3(c3[0], sum3[0], A[3], B[0], 0, c2[0]);
	Node1 node4(c1[1], sum1[1], A[0], B[1], sum1[0], 0);
	Node1 node5(c2[1], sum2[1], A[1], B[1], sum2[0], c1[1]);
	Node1 node6(c3[1], sum3[1], A[2], B[1], sum3[0], c2[1]);
	Node1 node7(c4[1], sum4[1], A[3], B[1],   c3[0], c3[1]);
	Node1 node8(c2[2], sum2[2], A[0], B[2], sum2[1], 0);
	Node1 node9(c3[2], sum3[2], A[1], B[2], sum3[1], c2[2]);
	Node1 node10(c4[2], sum4[2], A[2], B[2],sum4[1], c3[2]);
	Node1 node11(c5[2], sum5[2], A[3], B[2], c4[1], c4[2]);	
	Node1 node12(c3[3], sum3[3], A[0], B[3], sum3[2], 0);
	Node1 node13(c4[3], sum4[3], A[1], B[3], sum4[2], c3[3]);
	Node1 node14(c5[3], sum5[3], A[2], B[3], sum5[2], c4[3]);
	Node1 node15(c6[3], sum6[3], A[3], B[3],  c5[2], c5[3]);
	assign mul[0] = sum0[0];
	assign mul[1] = sum1[1];
	assign mul[2] = sum2[2];
	assign mul[3] = sum3[3];
	assign mul[4] = sum4[3];
	assign mul[5] = sum5[3];
	assign mul[6] = sum6[3];
	assign mul[7] = c6[3];
endmodule	
module AND2X1(A, B, Y);
input A, B;
output Y;
assign Y= A & B;
endmodule 
module OR2X1(A, B, Y);
input A, B;
output Y;
assign Y= A | B;
endmodule 
module NAND2X1(A, B, Y);
input A, B;
output Y;
assign Y = ! ( A & B );
endmodule 
module XOR2X1(A, B, Y);
input A, B;
output Y;
assign Y = ( A & ! B ) | ( ! A & B);
endmodule 
module NOR2X1(A, B, Y);
input A, B;
output Y;
assign Y = ! ( A | B );
endmodule 
module INVX1(A, Y);
input A;
output Y;
assign Y = ! A ;
endmodule 
==> impl_metrics.json <==
{
  "status": "finished, violations left",
  "critPathBufInv": 6,
  "seq_power_share_pct": 0,
  "setup_viol": 3,
  "syn_inst": 47,
  "clkbuf_count": 0,
  "routedWlPerCell_um": 7.69,
  "synth_stat.cells": 47,
  "die_h_um": 83,
  "drc": 0,
  "cp_common_cell": "fa_2",
  "regArea_um2": 0,
  "rows": 22,
  "violations": "setup timing",
  "ir_worst_vdd_mv": 0.0157,
  "fin_setup_tns_ns": -0.932,
  "vias": 310,
  "worst_ep_arrival_time_ns": 4.29,
  "seq_cells": 0,
  "chipArea_um2": 6890,
  "min_period_ns": 5.25,
  "final_common_cell": "and2_1",
  "drive_above_1_share_pct": 45.9,
  "warnings": 35,
  "postSynthSeqShare_pct": 0,
  "path_cells": "buf_6 > and2_4 > ha_4 > fa_2 > inv_2 > fa_1 > fa_2 > fa_2 > inv_2 > fa_2 > inv_2 > fa_2 > inv_2 > fa_2 > buf_2",
  "period_used_pct": 109,
  "grt_max_degree": 5,
  "first_pass_iters": 4,
  "dpl_cell_area_um2": 627,
  "required_ns": 3.84,
  "hpwl_um": 800,
  "power_switching_mw": 0.0230,
  "core_area_um2": 3740,
  "cp_top_family": "adder cells",
  "yosys_warnings": 8,
  "cts_hold_buf": 0,
  "design_area_um2": 628,
  "finalPower_mw": 0.0618,
  "place.gp.congestion": 0.790,
  "cp_slowest_stage_delay_ns": 0.54,
  "hold_class": "input pin to output port",
  "ioPinCount": 16,
  "grt_antenna_before_repair": 0,
  "antenna_cells": 0,
  "rsz0062_at_grt": "yes",
  "path_class": "input pin to output port",
  "grt_pass1_vias": 302,
  "drv_cap": 0,
  "synth_cell_type_count": 6,
  "io_buffer_count": 16,
  "syn-cell-area_um2": 399,
  "area_growth_syn_to_layout_pct": 57.4,
  "cp_max_fo": 3,
  "hold_viol": 0,
  "lay_top_cells": "and2_1 (8), inv_1 (7), clkdlybuf4s50_1 (7)",
  "slowest_stage": "fa_2",
  "ys_chip_area_um2": 399,
  "p_int_mw": 0.0388,
  "drt-initial-drc-count": 8,
  "grt_util_all_layers_pct": 2.22,
  "route.final.wire_length_um": 838,
  "avgSynthCellArea_um2": 8.49,
  "p_leak_nw": 0.292,
  "setup_ws_ns": -0.449,
  "final_core_util_pct": 16.8,
  "grt_pass1_wl_um": 1370,
  "vias_per_cell": 2.84,
  "critPathCaptureType": "output port",
  "combPwrFrac_pct": 100.0,
  "critPathLaunchType": "input pin",
  "relSlewSlack_pct": 91.2,
  "finalMaxSlewViolations": 0,
  "worst_pin_slew_ns": 0.132,
  "grt.overflow.total": 0,
  "clkPwrFrac_pct": 0,
  "fmax_ghz": 0.191,
  "antenna_left": 0,
  "p_per_area_nw_per_um2": 98.4,
  "netSwitchingFraction_pct": 37.2,
  "die_w_um": 83,
  "core_util_floorplan_pct": 10.7
}
## metrics by stage
| step | hold WS (ns) | cells | setup WS, ns |
|---|---|---|---|
| after floorplan | 2.10 | 47 | -0.297 |
| after global placement | 2.98 | 108 | -1.25 |
| after detailed placement | 2.97 | 108 | -1.24 |
| after CTS | 2.57 | 109 | -0.518 |
| after global routing | 2.58 | 109 | -0.547 |
| final | 2.52 | 109 | -0.449 |
## power groups by stage
| stage | combinational (mW) | clock (mW) | sequential [mW] |
|---|---|---|---|
| 5_1_grt | 0.0721 | 0 | 0 |
| 4_1_cts | 0.0670 | 0 | 0 |
| 6_report | 0.0618 | 0 | 0 |
## cell usage after synthesis
master,instances,area [um2]
nand2_1,5,18.8
and2_1,11,68.8
ha_1,4,50.1
buf_4,8,60.1
fa_1,8,160
inv_1,11,41.3
## worst min-delay path, delay by kind of cell
| kind | cells | cell delay [ns] |
|---|---|---|
| fa+ha+maj | 1 | 0.20 |
| buf+inv | 3 | 0.25 |
| simple gates | 1 | 0.14 |
## area by class of cell
type,count,area (um2)
fillers,437,3120
inverters,11,41.3
repair buffers,22,194
well taps,48,60.1
multi-input cells,28,333
## per-layer routing
metal / up-vias / part of all wire, % / track usage, %
met5: - / 0 / 0
met2: 9 / 55 / 4.40
li1: 154 / - / -
met3: 0 / 4.8 / 0.394
met4: 0 / 0 / 0
met1: 147 / 40 / 2.50
## timing repair
action	in CTS	in global routing
gates resized	37	1
pin swaps	9	5
buffers inserted	1	0
endpoints found under the setup margin	5	4
## cells by family after synthesis
logic type	synth area share, %
buffers and inverters	25.4
and+or+nand+nor	21.9
adders and majority gates	52.7
## final timing paths
check / startpoint / end / depth (start not counted)
worst max-delay path: B[1] / mul[6] / 15
worst min-delay path: A[1] / mul[4] / 5
Power figures rest on the tool's default switching activity, not on a simulated workload.
