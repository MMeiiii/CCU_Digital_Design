===== /design/flow/run.sh =====
#!/bin/bash
# OpenROAD 26Q1-2900-gdf79404cd8, Yosys 0.63+post, stock flow scripts
make -C /OpenROAD-flow-scripts/flow DESIGN_CONFIG=/design/flow/config.mk WORK_HOME=/design/flow/orfs finish

===== /design/flow/config.mk =====
export PLATFORM = sky130hd
export DESIGN_NAME = lab
export DESIGN_NICKNAME = lab
export VERILOG_FILES = /design/flow/design.v
export SDC_FILE = /design/flow/constraint.sdc
export NUM_CORES = 4
export LEC_CHECK = 1
export CORE_UTILIZATION = 50

===== /design/flow/constraint.sdc =====
current_design lab

set clk_period 3.7
set clk_io_pct 0.2

create_clock -name clk0 -period $clk_period [get_ports {clk}]

set non_clock_inputs [all_inputs -no_clocks]
set_input_delay [expr $clk_period * $clk_io_pct] -clock clk0 $non_clock_inputs
set_output_delay [expr $clk_period * $clk_io_pct] -clock clk0 [all_outputs]

===== /design/flow/design.v =====
module div_clk(clk, rst, clk_1hz);
input rst;
input clk;
output reg	clk_1hz;
integer counter;
always@(posedge clk or negedge rst)
begin  
	if (!rst)	clk_1hz <= 0;
	else if(counter >= 25000000)
		clk_1hz <= ~clk_1hz;
end
always@(posedge clk or negedge rst)
begin  
	if(!rst) counter <= 0;
	else if(counter >= 25000000)
		counter <= 0;
	else
		counter <= counter + 1;
end
endmodule 
module seven_seg(clk, seg_number, seg_data);
input  clk;
input  [3:0]seg_number;
output reg [7:0]seg_data;
always@(posedge clk) 
begin  
	case(seg_number)
		4'd0:seg_data <= 8'b1100_0000;
		4'd1:seg_data <= 8'b1111_1001;
		4'd2:seg_data <= 8'b1010_0100;
		4'd3:seg_data <= 8'b1011_0000;
		4'd4:seg_data <= 8'b1001_1001;
		4'd5:seg_data <= 8'b1001_0010;
		4'd6:seg_data <= 8'b1000_0010;
		4'd7:seg_data <= 8'b1101_1000;
		4'd8:seg_data <= 8'b1000_0000;
		4'd9:seg_data <= 8'b1001_0000;
		default: seg_data <= seg_data;
	endcase
end
endmodule 
module CLA(clk, rst, A, B, carry, Y);
	input clk;
	input rst;
	input [3:0] A;
	input [3:0] B;
	input carry;
	output [4:0] Y;
	reg	[3:0] P;
	reg	[3:0] G;
	reg	[4:0] S;
	reg	[4:0] C;
	assign Y = S;
	always @(posedge clk or negedge rst) begin
		if (!rst) begin
			P <= 4'd0;
			G <= 4'd0;
			S <= 5'd0;
			C <= 5'd0;
		end else begin
			P[0] <= A[0] ^ B[0];
			G[0] <= A[0] & B[0];
			P[1] <= A[1] ^ B[1];
			G[1] <= A[1] & B[1];
			P[2] <= A[2] ^ B[2];
			G[2] <= A[2] & B[2];
			P[3] <= A[3] ^ B[3];
			G[3] <= A[3] & B[3];
			C[0] <= carry;
			C[1] <= G[0] | (P[0] & C[0]);
			C[2] <= (P[1] & P[0] & C[0]) | (P[1] & G[0]) | G[1] ;
			C[3] <= G[2] | (P[2] & P[1] & P[0] & C[0]) | (P[2] & P[1] & G[0]) | (P[2] & G[1]);
			C[4] <= (P[3] & P[2] & P[1] & P[0] & C[0]) | (P[3] & P[2] & P[1] & G[0])  | (P[3] & P[2] & G[1]) | (P[3] & G[2] ) | G[3];
			S[0] <= carry^ P[0];
			S[1] <= C[1] ^ P[1];
			S[2] <= C[2] ^ P[2];
			S[3] <= C[3] ^ P[3];
			S[4] <= G[3] | (P[3] & C[3]);
		end
	end	
endmodule
module RCA(clk, rst, A, B, carry, Y);
input  clk;
input  rst;
input  [3:0]A;
input  [3:0]B;
input  carry;
output [4:0]Y;
reg	 [3:0]P;
reg	 [3:0]G;
reg	 [4:0]S;
reg	 [3:0]C;
assign	Y = S;
always@(posedge clk or negedge rst)
begin  
	if(!rst)
	begin
		P <= 4'd0;
		G <= 4'd0;
		S <= 5'd0;
		C <= 5'd0;
	end
	else
	begin
		P[0] <= A[0] ^ B[0];
		G[0] <= A[0] & B[0];
		P[1] <= A[1] ^ B[1];
		G[1] <= A[1] & B[1];
		P[2] <= A[2] ^ B[2];
		G[2] <= A[2] & B[2];
		P[3] <= A[3] ^ B[3];
		G[3] <= A[3] & B[3];
		S[0] <= carry^ P[0];
		S[1] <= C[1] ^ P[1];
		S[2] <= C[2] ^ P[2];
		S[3] <= C[3] ^ P[3];
		S[4] <= G[3] | (P[3] & C[3]);
		C[0] <= carry;
		C[1] <= G[0] | (P[0] & C[0]);
		C[2] <= G[1] | (P[1] & C[1]);
		C[3] <= G[2] | (P[2] & C[2]);
	end
end
endmodule 
module bin2dec(A, D2, D1, D0);
input	 [7:0]A;
output [3:0]D2;
output [3:0]D1;
output [3:0]D0;
wire	 [6:0]remaind;
assign D2 = A / 100;
assign remaind = A % 100;
assign D1 = remaind / 10;
assign D0 = remaind % 10;
endmodule 
module lab(clk, rst, A, B, HEX0, HEX1, HEX2, HEX3, HEX4, HEX5);
	input clk;
	input	rst;
	input [3:0]A;
	input [3:0]B;
	output [7:0]HEX0;
	output [7:0]HEX1;
	output [7:0]HEX2;
	output [7:0]HEX3;
	output [7:0]HEX4;
	output [7:0]HEX5;
	wire	[4:0] CLAout;
	wire 	[4:0] RCAout;
	wire 	[7:0] multiout;
	wire  [4:0] num0;
	wire  [4:0] num1;	
	wire  [4:0] num2;
	wire  [4:0] num3;
	wire  [4:0] num4;
	wire  [4:0] num5;
	RCA			xl0(.clk(clk_1hz), .rst(rst), .A(A), .B(B), .carry(1'b0), .Y(RCAout));
	CLA			xl1(.clk(clk_1hz), .rst(rst), .A(A), .B(B), .carry(1'b0), .Y(CLAout));
	div_clk		xc0(.clk(clk), .rst(rst), .clk_1hz(clk_1hz));
	bin2dec		xb0(.A(RCAout  ), .D1(num1), .D0(num0));
	bin2dec		xb1(.A(CLAout  ), .D1(num3), .D0(num2));
	bin2dec		xb2(.A(multiout), .D1(num5), .D0(num4));
	seven_seg 	xs0(.clk(clk), .seg_number(num0), .seg_data(HEX0));
	seven_seg 	xs1(.clk(clk), .seg_number(num1), .seg_data(HEX1));
	seven_seg 	xs2(.clk(clk), .seg_number(num2), .seg_data(HEX2));
	seven_seg 	xs3(.clk(clk), .seg_number(num3), .seg_data(HEX3));
	seven_seg 	xs4(.clk(clk), .seg_number(num4), .seg_data(HEX4));
	seven_seg 	xs5(.clk(clk), .seg_number(num5), .seg_data(HEX5));
endmodule

==> impl_metrics.toml <==
# flow metrics
[hold_path]
hold_path.class = "in2async"

[clock_tree]
cts_buffers = 9
clock_latency_ps = 330
postCtsSetupRepairBufs = 0
clk_path_buf_depth = 2
cts.htree.levels = 3
cts_resized = 0
clockRootBuffer = "clkbuf_8"
hold_buffers = 0
cts_tree = "yes"
clkSlewWorstSetupHoldPaths_ps = 70

[sta]
rsz0062_at_grt = "false"
hold_violations = 0
skew_ps = 12.4
setup_ws_ps = 1520
finalClockPeriodUsage_pct = 59.0
tightest_slew_ps = 676
slew_violations = 0
fmax_mhz = 458
tns_ps = 0
setup_violations = 0
slew_headroom_pct = 54.8
untimed_endpoints = 59
unclocked_regs = 21
min_period_ps = 2180

[drt]
first_pass_iters = 4
vias = 2868
avgViaCountPerCell = 5.08
highest_layer = "met4"
drcViolationCount = 0
wl_per_cell_um = 11.9
wl_met3_um = 306
diodes = 0
postRouteAntennaNets = 0
wl_um = 6710
initialDrtViolationCount = 95
drt-met1-wl_um = 3420
wl_met2_um = 2950

[critical_path]
cp-end-kind = "register"
cp-start-kind = "register"
arrival_ps = 2430
cp_max_fo = 21
worstSetupPathType = "reg2reg"
worst_ep_required_time_ps = 3950

[floorplanning]
chip_area_um2 = 8760
io_pins = 58
fp.coreArea_um2 = 8180
dieWidth_um = 93.6
std_cell_rows = 33
fp_util_pct = 51.3
die_y_um = 93.6

[status]
status = "completed"

[synth]
most_common_cell = "dfrtp_1"
ys_types = 55
postSynthAreaPerCell_um2 = 9.97
synth-seq-cells = 78
synth-edff-count = 24
topCellsByArea = "dfrtp_1 32%, edfxtp_1 17%, nor2_1 4.7%"
ys.warnings.count = 27
synth_cells = 421
synth_area_leader_cell = "dfrtp_1"
synthArstFlopShare_pct = 69.2
synthDominantCellAreaShare_pct = 32.2
synthFlopType = "dfrtp_1"
yosysCellCount = 421
yosys-top-cells-count = "54 x dfrtp_1, 53 x nor2_1, 32 x nand2_1"
ys_area_um2 = 4200
ys_seq_share_pct = 49.4
syn_area_um2 = 4200

[grt]
grt_pass1_wl_um = 11500
grt_max_degree = 36
grt_overflow = 0
antenna_found_initial = 0
grt.total_usage_pct = 16.9
grt_pass1_vias = 2524

[layout]
area_delta_synth_final_pct = 13.1
final_layout_size_suffix_gt1_share_pct = 10.2
fill_cells = 705

[power_and_ir_drop]
leakage_nw = 1.98
power_density_nw_per_um2 = 267
p_total_mw = 1.27
peakVddDrop_uv = 192

[place]
place_ws_ps = 1550
post-dp-hpwl_um = 4510
gp_congestion = 0.790
port_buffers = 35

[run]
warning_count = 27
max-cap-violations = 0
registers in the layout, indices dropped and copies added (netlist names):
signal,count
xc0.clk_1hz,1
xc0.counter,32
xl0.C,2
xl0.S,3
xl1.C,3
xl1.G,4
xl1.P,4
xl1.S,5
xs0.seg_data,7
xs1.seg_data,5
xs2.seg_data,7
xs3.seg_data,5
placed cells by master (no fill, tap or decap), drive strengths merged, types with 3 or more instances in the layout:
cell            n
nand3          20
a211oi          3
clkdlybuf4s50  34
clkbuf         11
and4            4
nor4            4
nor2b           8
conb           32
dfrtp          54
edfxtp         24
and3            3
inv             7
or2             6
a31oi           3
nor3           13
ha             12
nand2          32
nand2b         12
and2            4
o221ai          3
a21o            5
nor2           60
xnor2          17
o21ai          17
xor2           16
a21oi          11
buf             5
nand4          10
a22o            3
cell type report:
| type | count | area (um2) | area share (%) |
|---|---|---|---|
| Sequential cell | 78 | 2070 | 43.6 |
| Multi-Input combinational cell | 320 | 1950 | 41.0 |
| Timing Repair Buffer | 39 | 375 | 7.91 |
| Clock buffer | 11 | 141 | 2.98 |
| Tap cell | 105 | 131 | 2.77 |
| Clock inverter | 5 | 55.1 | 1.16 |
| Inverter | 7 | 26.3 | 0.554 |
final timing paths:
check / from / endpoint / slack, ps / depth (start not counted)
worst max register to register: xc0.counter[11]$_DFF_PN0_ / xc0.clk_1hz$_DFFE_PN0N_ / 1520 / 6
max in group asynchronous: rst / xc0.counter[12]$_DFF_PN0_ / 2510 / 2
worst min-delay path: rst / xc0.counter[27]$_DFF_PN0_ / 430 / 1
worst min register to register: xc0.counter[0]$_DFF_PN0_ / xc0.counter[0]$_DFF_PN0_ / 520 / 1
min in group clk0: xc0.counter[0]$_DFF_PN0_ / xc0.counter[0]$_DFF_PN0_ / 520 / 1
worst max-delay path: xc0.counter[11]$_DFF_PN0_ / xc0.clk_1hz$_DFFE_PN0N_ / 1520 / 6
critical path, stage by stage, from the launching register on:
cell and delay (ps):
dfrtp_1 440, nand4_2 160, a21oi_1 190, o211ai_1 140, a211oi_4 630, buf_4 370
xor2_1 160
routing by layer:
metal / GRT usage [%] / vias up
li1: - / 1472
met1: 29.4 / 1312
met2: 24.0 / 80
met3: 2.65 / 4
met4: 2.69 / 0
met5: 0 / -
metrics by stage:
stage	hold slack (ps)	cells	instance area, um2	utilization (%)
after CTS	428	565	4750	58.1
final	426	565	4750	58.1
after global placement	496	549	4550	55.7
after floorplan	444	451	4310	-
after detailed placement	507	549	4550	55.7
after global routing	460	565	4750	58.1
cell families (layout without fill, tap and decap cells):
logic type,Yosys count,in the layout,share of synthesized area [%]
adder cells (fa/ha/maj),12,12,3.58
XOR/XNOR,33,33,6.89
multiplexers,1,1,0.239
AND-OR/OR-AND,57,57,8.94
AND/OR/NAND/NOR,185,185,23.7
flip-flops,78,78,49.4
other,2,32,0.179
buffers and inverters,53,62,7.13
where the power goes:
part           switching (mW)  total, mW  leakage (nW)  internal [mW]
clock                   0.250      0.577        0.0953          0.327
combinational          0.0158     0.0309         0.933         0.0150
sequential           0.000700      0.661         0.955          0.660
Power figures rest on the tool's default switching activity, not on a simulated workload.
