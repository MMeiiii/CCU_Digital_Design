==> design.v <==
 module lab8(input clk,
            input reset,
            input give_valid,
            input [7:0]dataX,
            input [7:0]dataY,
            output reg [7:0]ansX,
            output reg [7:0]ansY,
            output reg out_valid);
integer i;
reg [3:0]count[0:6-1];
reg [3:0]work_state;
reg [7:0]inX[0:6-1];
reg [7:0]inY[0:6-1];
reg signed [7:0]vector_X[0:6-1];
reg signed [7:0]vector_Y[0:6-1];
reg [7:0]negitive_num[0:6-1];
reg [4:0]result[0:6-1];
reg [7:0]ix;
reg [7:0]jx;
reg [7:0]kx;
reg [7:0]mx;
reg [7:0]nx;
reg [7:0]rx;
initial begin
    $dumpfile("Lab.vcd");
    $dumpvars(0, lab8tb);
    for(i = 0; i < 6; i = i+1)
        $dumpvars(1, inX[i], inY[i], vector_X[i], vector_Y[i], count[i]);
end
always@(posedge clk or posedge reset)
begin
	if(reset)
	begin
		for(i = 0; i < 6; i = i + 1)
		begin
			inX[i] <= 0;
			inY[i] <= 0;
			vector_X[i] <= 0;
			vector_Y[i] <= 0;
			if(i != 0)
			begin
				negitive_num[i] <= 1;
			end
			result[i] <= 0;
			count[i] <= 0;
		end
		work_state <= 1;
		ix <= 0;
		jx <= 1;
		kx <= 1;
		mx <= 0;
		nx <= 0;
		rx <= 0;
		negitive_num[0] <= 0;
		out_valid <= 0;
	end
	else if(work_state == 0)
	begin
		for(i = 0; i < 6; i = i + 1)
		begin
			inX[i] <= 0;
			inY[i] <= 0;
			vector_X[i] <= 0;
			vector_Y[i] <= 0;
			if(i != 0)
			begin
				negitive_num[i] <= 1;
			end
			result[i] <= 0;
			count[i] <= 0;
		end
		work_state <= 1;
		ix <= 0;
		jx <= 1;
		kx <= 1;
		mx <= 0;
		nx <= 0;
		rx <= 0;
		negitive_num[0] <= 0;
		out_valid <= 0;
		ansX <= 0;
		ansY <= 0;
	end
	else if(work_state == 1)
	begin
		if(ix == 6)
			work_state <= 2;
		else if(give_valid)
		begin
			inX[ix] <= dataX;
			inY[ix] <= dataY;
			ix <= ix + 1;
		end
	end
	else if(work_state == 2)
	begin
		vector_X[1] = inX[1] - inX[0];
		vector_Y[1] = inY[1] - inY[0];
		vector_X[2] = inX[2] - inX[0];
		vector_Y[2] = inY[2] - inY[0];
		vector_X[3] = inX[3] - inX[0];
		vector_Y[3] = inY[3] - inY[0];
		vector_X[4] = inX[4] - inX[0];
		vector_Y[4] = inY[4] - inY[0];
		vector_X[5] = inX[5] - inX[0];
		vector_Y[5] = inY[5] - inY[0];
		work_state <= 3;
	end
	else if(work_state == 3)
	begin
		if(jx == 6)
			work_state <= 4;
		else
		begin
			if(kx == 6)
			begin
				jx <= jx + 1;
				kx <= 1;
			end
			else
			begin
				if(jx != kx && vector_X[jx]*vector_Y[kx]-vector_Y[jx]*vector_X[kx] < 0)
					negitive_num[jx] = negitive_num[jx] + 1;
				else if(jx != kx && vector_X[jx]*vector_Y[kx]-vector_Y[jx]*vector_X[kx] == 0)
				begin
					if(vector_X[jx]*vector_X[jx] + vector_Y[jx]*vector_Y[jx] > vector_X[kx]*vector_X[kx] + vector_Y[kx]*vector_Y[kx])
						negitive_num[jx] = negitive_num[jx] + 1;
				end
				kx <= kx + 1;
			end
		end
	end
	else if(work_state == 4)
	begin
		if(mx == 6)
		begin
			work_state <= 5;
		end
		else
		begin
			if(nx == 6)
			begin
				mx <= mx + 1;
				nx <= 0;
			end
			else
			begin
				if(mx == negitive_num[nx])
				begin
					result[mx] <= nx;
				end
				nx <= nx + 1;
			end
		 end
	end
	else if(work_state == 5)
	begin
		if(rx == 6)
		begin
			work_state <= 0;
			ansX <= 0;
			ansY <= 0;
			out_valid <= 0;
		end
		else 
		begin
			out_valid <= 1;
			ansX <= inX[result[rx]];
			ansY <= inY[result[rx]];
			rx <= rx + 1;
		end
	end
end
endmodule
==> run.sh <==
#!/bin/bash
# OpenROAD 26Q1-2900-gdf79404cd8, Yosys 0.63+post, stock flow scripts
make -C /OpenROAD-flow-scripts/flow DESIGN_CONFIG=/design/flow/config.mk WORK_HOME=/design/flow/orfs finish
==> config.mk <==
export PLATFORM = sky130hd
export DESIGN_NAME = lab8
export DESIGN_NICKNAME = lab8
export VERILOG_FILES = /design/flow/design.v
export SDC_FILE = /design/flow/constraint.sdc
export NUM_CORES = 4
export LEC_CHECK = 1
export CORE_UTILIZATION = 40
==> constraint.sdc <==
current_design lab8

set clk_period 17.4
set clk_io_pct 0.2

create_clock -name clk0 -period $clk_period [get_ports {clk}]

set non_clock_inputs [all_inputs -no_clocks]
set_input_delay [expr $clk_period * $clk_io_pct] -clock clk0 $non_clock_inputs
set_output_delay [expr $clk_period * $clk_io_pct] -clock clk0 [all_outputs]
==> results.sh <==
# yosys + openroad results
export IMPL_async_flop_share=0.949
export IMPL_startpoint_type="flop"
export IMPL_diodes=0
export IMPL_io_pin_count=36
export IMPL_tightest_slew_ns=1.07
export IMPL_ys_area_mm2=0.0266
export IMPL_rows=94
export IMPL_relSlewSlack=0.281
export IMPL_crit_type="flop to flop"
export IMPL_cts_buffers=35
export IMPL_maxCapViolCount=0
export IMPL_ys_cells=2967
export IMPL_chipArea_mm2=0.0675
export IMPL_cts_tree="built"
export IMPL_max_freq_mhz=100
export IMPL_maxSlewViolCount=0
export IMPL_clkTransAtPathRegs_ns=0.06
export IMPL_vias=21050
export IMPL_ir_drop_mv=0.0583
export IMPL_drive_gt1_frac=0.0555
export IMPL_end_kind="flop"
export IMPL_cp_max_fo=12
export IMPL_die_w_um=260
export IMPL_fp_utilization=0.404
export IMPL_status="finished, final reports clean"
export IMPL_crit_arrival_ns=10.41
export IMPL_synth_flops=313
export IMPL_grt_overflow_total=0
export IMPL_syn_inst=2967
export IMPL_root_buffer="clkbuf_16"
export IMPL_drc_errors=0
export IMPL_ant_nets=0
export IMPL_synth_cell_types=77
export IMPL_post_dp_hpwl_mm=59.0
export IMPL_fin_area_mm2=0.0291
export IMPL_syn_area_per_cell_um2=8.96
export IMPL_grt_pass1_wl_mm=120
export IMPL_yosysSeqAreaShare=0.298
export IMPL_grt_total_usage=0.238
export IMPL_wl_mm=75.8
export IMPL_clk_latency_ns=0.55
export IMPL_fin_ws_ns=7.42
export IMPL_first_pass_iters=7
export IMPL_edf_count=16
export IMPL_pre_cts_ws_ns=7.50
export IMPL_antenna_found_initial=0
export IMPL_htreeDepth=2
export IMPL_p_leak_nw=13.3
export IMPL_syn_area_mm2=0.0266
export IMPL_wl_per_cell_um=19.7
export IMPL_grt_max_degree=103
export IMPL_tns_ns=0
export IMPL_finalSetupViolations=0
export IMPL_hold_path_class="flop to flop"
export IMPL_grt_setup_unrepaired="false"
export IMPL_coreArea_mm2=0.0657
export IMPL_area_growth_pct=9.40
export IMPL_cts_hold_buf=0
export IMPL_power_density_mw_per_mm2=53.7
export IMPL_skew_ns=0.0243
export IMPL_max_clock_path_buffers=3
export IMPL_post_cts_buffers=0
export IMPL_yosys_warnings=16
export IMPL_finalCritPeriodShare=0.574
export IMPL_drt_iter0_drc=1386
export IMPL_regToRegStartpoint="kx[0]$_DFFE_PP1P_"
export IMPL_cts_resized=0
export IMPL_log_warning_count=50
export IMPL_crit_start="kx[0]$_DFFE_PP1P_"
export IMPL_portBuffers=35
export IMPL_gp_congestion=0.966
export IMPL_fin_util=0.442
export IMPL_period_minus_slack_ns=9.98
export IMPL_flop_cell="dfrtp_1"
export IMPL_hold_viol_final=0
export IMPL_clock_sinks=313
export IMPL_worstPathRequired_ns=17.83
export IMPL_viasPerCell=5.48
export IMPL_die_h_um=260
export IMPL_placed_area_mm2=0.0278
export IMPL_min_from="inY[4][0]$_DFFE_PP0P_"
export IMPL_first_global_vias=20962
-- per-stage QoR --
stage	total power (W)	hold slack (ns)	std cells
3_3_place_gp	0.000769	0.465	3774
4_1_cts	0.00158	0.485	3838
5_1_grt	0.00161	0.494	3838
3_5_place_dp	0.000769	0.472	3774
2_1_floorplan	0.000758	0.450	2967
6_report	0.00156	0.481	3838
-- cell usage in the layout (no fill, tap or decap), types with 28 or more instances in the layout --
cell type | netlist | routed
xnor2_1 | 82 | 82
mux2i_1 | 74 | 74
clkbuf_16 | 0 | 36
ha_1 | 225 | 225
xor2_1 | 52 | 52
fa_1 | 192 | 192
clkdlybuf4s50_1 | 0 | 35
nand3_1 | 53 | 52
a21oi_1 | 78 | 70
nor2_1 | 268 | 268
nand2_1 | 437 | 437
a22o_1 | 28 | 28
nor2b_1 | 31 | 31
inv_1 | 369 | 368
o21ai_0 | 213 | 213
a22oi_1 | 36 | 36
buf_4 | 0 | 41
dfrtp_1 | 289 | 288
-- logic make-up after synthesis --
| logic type | synth area share |
|---|---|
| compound gates | 0.150 |
| flops | 0.298 |
| fa+ha+maj | 0.250 |
| buf+inv | 0.0737 |
| xor+xnor | 0.0462 |
| mux | 0.0355 |
| simple gates | 0.146 |
-- final timing paths --
kind,to,slack (ns),depth (start not counted)
hold reg to reg,inY[4][0]$_DFFE_PP0P_,0.48,2
hold / removal,inY[4][0]$_DFFE_PP0P_,0.48,2
max in group asynchronous,vector_Y[2][0]$_DFFE_PP0P_,12.05,4
setup reg to reg,negitive_num[4][7]$_DFFE_PP0P_,7.42,26
min in group asynchronous,out_valid$_DFFE_PP0P_,3.53,2
setup / recovery,negitive_num[4][7]$_DFFE_PP0P_,7.42,26
-- power by group --
part | switching (W) | internal (W) | total [W] | leakage [nW]
sequential | 0 | 0.000732 | 0.000732 | 4.27
clock | 0.000317 | 0.000492 | 0.000809 | 0.613
combinational | 0.0000176 | 0.00000458 | 0.0000222 | 8.41
-- routing by layer --
metal,vias to the layer above,track usage,part of all wire
li1,9920,-,-
met1,10342,0.365,0.46
met4,2,0.0408,0.022
met3,124,0.0518,0.068
met5,-,0.00855,0.00057
met2,662,0.361,0.45
-- cell type report --
| cell class | count | area, um^2 |
|---|---|---|
| clock buffers | 40 | 926 |
| clock inverters | 24 | 332 |
| fillers | 6195 | 36700 |
| inverters | 372 | 1400 |
| multi-input cells | 2149 | 16800 |
| flip-flops and latches | 313 | 7920 |
| well taps | 864 | 1080 |
| repair buffers | 76 | 658 |
-- critical path: stages, from the launching register on --
cell      delay, ns
dfstp_2        0.40
inv_1          0.13
ha_1           0.33
nor2b_1        0.77
nand2_1        0.14
a41oi_1        0.84
clkinv_1       0.76
nor2_1         0.35
inv_1          0.13
fa_1           0.57
fa_1           0.43
fa_1           0.51
inv_1          0.05
fa_1           0.47
fa_1           0.54
inv_1          0.05
fa_1           0.52
inv_1          0.04
ha_1           0.35
o211ai_1       0.15
and2_1         0.23
a221oi_1       0.41
o31ai_1        0.16
nor4_1         0.29
nand4b_2       0.32
o31a_1         0.55
mux2_4         0.36
-- flip-flops by register name (all words and copies together), names as in the netlist, 18 cells and up --
| name | cells |
|---|---|
| result | 18 |
| inX | 48 |
| inY | 48 |
| vector_X | 40 |
| negitive_num | 48 |
| vector_Y | 40 |
-- cell usage after synthesis (all sizes together) (6+ instances only) --
cell type / count / share of area
nor2b: 31 / 0.0073
a21o: 14 / 0.0040
or2: 15 / 0.0035
mux2i: 74 / 0.028
a22o: 28 / 0.0092
ha: 225 / 0.11
nand3: 53 / 0.010
xnor2: 84 / 0.028
a21oi: 79 / 0.015
or3: 11 / 0.0026
nand2b: 9 / 0.0021
and3: 18 / 0.0042
a221o: 11 / 0.0041
a211oi: 6 / 0.0017
a222oi: 22 / 0.0083
a21boi: 21 / 0.0059
a41o: 7 / 0.0026
o211a: 15 / 0.0056
a41oi: 8 / 0.0026
clkbuf: 107 / 0.015
nand4: 15 / 0.0035
buf: 26 / 0.0060
a221oi: 17 / 0.0056
edfxtp: 16 / 0.018
mux2: 16 / 0.0076
xor2: 52 / 0.017
dfstp: 8 / 0.0079
a22oi: 36 / 0.010
nor3: 16 / 0.0030
o22ai: 12 / 0.0028
nand2: 437 / 0.062
fa: 192 / 0.14
o211ai: 18 / 0.0051
dfrtp: 289 / 0.27
and2: 11 / 0.0026
o21ai: 216 / 0.041
o31ai: 23 / 0.0065
o21a: 17 / 0.0048
a31oi: 12 / 0.0028
nor2: 268 / 0.038
inv: 370 / 0.052
Power figures rest on the tool's default switching activity, not on a simulated workload.
